**design.v**
```verilog
`timescale 1ns / 1ps
module ps2_keyboard(
    input clk, 
    input ps2_clk, 
    input ps2_data, 
    input clrn,
    output reg w, a, s, d, f, g, up, down, right, left, comma, period, num_0, num_9
    );
    reg [3:0] count;         
    reg [9:0] buffer;        
    reg [2:0] ps2_clk_sync;
    reg F0;
    reg E0;
    always @ (posedge clk) begin
        ps2_clk_sync <= { ps2_clk_sync[1:0], ps2_clk };
    end
    wire sampling = ps2_clk_sync[2] & ~ps2_clk_sync[1];  
    always @ (posedge clk) begin
        if (clrn == 0) begin
            F0 <= 0; E0 <= 0;
            count <= 0;
            w<= 0; a <= 0; s <= 0; d <= 0; f <= 0; g <= 0;
            up <= 0; down <= 0; right <= 0; left <= 0; comma <= 0; period <= 0;
            num_0 <= 0; num_9 <= 0; 
        end 
        else if (sampling) begin
            if (count == 4'd10) begin
                if ((buffer[0] == 0) &&   
                   (ps2_data) &&         
                   (^buffer[9:1])) begin     
                        case(buffer[8:1])  
                        8'hF0: begin
                            F0 <= 1;
                        end
                        8'hE0: begin
                            E0 <= 1;
                            F0 <= 0;
                        end
                        8'h46: begin
                            if(F0==1'b1) begin
                                num_9 <= 0;
                                F0 <= 0;
                            end
                            else num_9 <= 1;
                        end
                        8'h45: begin
                            if(F0==1'b1) begin
                                num_0 <= 0;
                                F0 <= 0;
                            end
                            else num_0 <= 1;
                        end
                        8'h1C: begin
                            if(F0==1'b1) begin
                                a <= 0;
                                F0 <= 0;
                            end
                            else a <= 1;
                        end
                        8'h23: begin
                            if(F0==1'b1) begin
                                d <= 0;
                                F0 <= 0;
                            end
                            else d <= 1;
                        end
                        8'h1D: begin
                            if(F0==1'b1) begin
                                w <= 0;
                                F0 <= 0;
                            end
                            else w <= 1;
                        end
                        8'h1B: begin
                            if(F0==1'b1) begin
                                s <= 0;
                                F0 <= 0;
                            end
                            else s <= 1;
                        end
                        8'h2B: begin
                            if(F0==1'b1) begin
                                f <= 0;
                                F0 <= 0;
                            end
                            else f <= 1;
                        end
                        8'h34: begin
                            if(F0==1'b1) begin
                                g <= 0;
                                F0 <= 0;
                            end
                            else g <= 1;
                        end
                        8'h75: begin
                            if(E0==1'b1 && F0==1'b1) begin
                                up <= 0;
                                E0 <= 0;
                                F0 <= 0;
                            end
                            else if(E0==1'b1 && F0==1'b0) begin
                                up <= 1;
                                E0 <= 0;
                            end
                        end
                        8'h6B: begin
                            if(E0==1'b1 && F0==1'b1) begin
                                left <= 0;
                                E0 <= 0;
                                F0 <= 0;
                            end
                            else if(E0==1'b1 && F0==1'b0) begin
                                left <= 1;
                                E0 <= 0;
                            end
                        end
                        8'h72: begin
                            if(E0==1'b1 && F0==1'b1) begin
                                down <= 0;
                                E0 <= 0;
                                F0 <= 0;
                            end
                            else if(E0==1'b1 && F0==1'b0) begin
                                down <= 1;
                                E0 <= 0;
                            end
                        end
                        8'h74: begin
                            if(E0==1'b1 && F0==1'b1) begin
                                right <= 0;
                                E0 <= 0;
                                F0 <= 0;
                            end
                            else if(E0==1'b1 && F0==1'b0) begin
                                right <= 1;
                                E0 <= 0;
                            end
                        end
                        8'h41: begin
                            if(F0==1'b1) begin
                                comma <= 0;
                                F0 <= 0;
                            end
                            else comma <= 1;
                        end
                        8'h49: begin
                            if(F0==1'b1) begin
                                period <= 0;
                                F0 <= 0;
                            end
                            else period <= 1;
                        end
                        endcase
                end  
                count <= 0;  
            end 
            else begin
                buffer[count] <= ps2_data;    
                count <= count + 3'b1;    
            end
        end
    end
endmodule
```
**run.sh**
```bash
#!/bin/bash
# OpenROAD 26Q1-2900-gdf79404cd8, Yosys 0.63+post, stock flow scripts
make -C /OpenROAD-flow-scripts/flow DESIGN_CONFIG=/design/flow/config.mk WORK_HOME=/design/flow/orfs finish
```
**config.mk**
```make
export PLATFORM = sky130hd
export DESIGN_NAME = ps2_keyboard
export DESIGN_NICKNAME = ps2_keyboard
export VERILOG_FILES = /design/flow/design.v
export SDC_FILE = /design/flow/constraint.sdc
export NUM_CORES = 4
export LEC_CHECK = 1
export CORE_UTILIZATION = 40
```
**constraint.sdc**
```tcl
current_design ps2_keyboard

set clk_period 3.0
set clk_io_pct 0.2

create_clock -name clk0 -period $clk_period [get_ports {clk}]

set non_clock_inputs [all_inputs -no_clocks]
set_input_delay [expr $clk_period * $clk_io_pct] -clock clk0 $non_clock_inputs
set_output_delay [expr $clk_period * $clk_io_pct] -clock clk0 [all_outputs]
```
==> impl_metrics.tcl <==
# implementation run metrics
set metrics [dict create \
    ctsHoldBuffers 0 \
    drt-total-wl_um 3770 \
    io_buffers 17 \
    htree_num_levels 2 \
    viasPerCell 5.21 \
    rsz0062_at_grt "no" \
    p_comb_frac 0.081 \
    p_seq_frac 0.486 \
    ys_ff 33 \
    clock_skew_ps 3.24 \
    drive_gt1_frac 0.0973 \
    synth-simple-area-share 0.196 \
    diodes 0 \
    p_per_area_mw_per_mm2 409 \
    postRouteAntennaNets 0 \
    critPathMaxFanout 25 \
    die_w_um 73.5 \
    core_area_mm2 0.00482 \
    die-height_um 73.5 \
    clk_latency_ps 280 \
    warning_count 41 \
    worst_slew_pin_slew_ps 627 \
    clockPowerShare 0.433 \
    final_cell_mix "dfxtp_1 (23), nand2_1 (23), ha_1 (21)" \
    dr.pass1.iters 4 \
    yosysChipArea_mm2 0.00204 \
    finalSetupViolations 0 \
    cts-buffers-inserted 5 \
    p_int_uw 747 \
    relSlewSlack 0.582 \
    dr.max_layer_used "met4" \
    power_uw 975 \
    drc 0 \
    yosysUniqueCellTypes 45 \
    postCtsSetupBuffers 0 \
    cp_top_family "XOR/XNOR gates" \
    worstPathCellList "inv_1 -> ha_1 -> xnor3_1 -> xnor2_1 -> nand2_2 -> o311ai_1 -> o41ai_2" \
    synth_area_mm2 0.00204 \
    wl_per_cell_um 12.9 \
    antenna_found_initial 0 \
    wl_met2_um 1640 \
    fp_util 0.424 \
    clk_pin_slew_ps 70 \
    drt-met1-wl_um 1900 \
    adder_share 0.129 \
    wl_met3_um 187 \
    worstSetupEndpointType "register" \
    netlist_instances 207 \
    root_buffer "clkbuf_8" \
    status "completed" \
    min_path_type "register to register" \
    overflow 0 \
    path_class "register to register" \
    grt_pass1_vias 1324 \
    p_sw_uw 228 \
    ys_sh_xor 0.0282 \
    drt_iter0_markers 87 \
    chipArea_mm2 0.00540 \
    tns_ps 0 \
    crit_path_start_kind "register" \
    globalRouteTotalUtil 0.157 \
    clock-sinks 33 \
    swShare 0.234 \
    required_ps 3160 \
    mux_share 0.0410 \
    dp_hpwl_um 2840 \
    slew_violations 0 \
    async_reset_ff_frac 0 \
    top_regs "buffer: 10 flops, count: 4 flops, ps2_clk_sync: 3 flops" \
    synthAoiAreaFrac 0.188 \
    area_growth_pct 16.5 \
    worstPathBufferInverterCount 1 \
    final-comb-area_mm2 0.00119 \
    cp.arrival_ps 2560 \
    regArea_um2 761 \
    top_logic_kind "simple AND/OR/NAND/NOR gates" \
    finalHoldViolCount 0 \
    peakVddDrop_mv 0.259 \
    clk_path_buf_depth 2 \
    cts_tree "yes" \
    fillers 460 \
    synth_top_flop_cell "dfxtp_1" \
    leakagePower_nw 0.955 \
    finalWeightedCongestion 0.830 \
    regMostFlops "buffer" \
    slowest_delay_ps 450 \
    clock.fmax_mhz 416 \
    postSynthAreaPerCell_um2 9.88 \
    period_minus_slack_ps 2400 \
    maxCapViolations 0 \
    seq_area_frac_synth 0.372 \
    grt_pass1_wl_um 6350 \
    grt_max_degree 26 \
    finalClockPeriodUsage 0.801 \
    largest_reg_flops 10 \
    via_count 1526 \
    row_count 25 \
    cts_resized 0 \
    critPathSlowestCell "o311ai_1" \
    num_io_pins 18 \
    ys_cells 207 \
    synth-edff-count 10 \
    synth-warning-count 1 \
]
==> metrics by stage <==
stage / setup WS (ps) / utilization / cells / area, um2 / hold WS, ps
after detailed placement: 569 / 0.471 / 285 / 2270 / 319
after floorplan: 987 / - / 207 / 2040 / 310
after CTS: 582 / 0.495 / 293 / 2380 / 334
after global routing: 424 / 0.495 / 293 / 2380 / 342
final: 598 / 0.495 / 293 / 2380 / 331
after global placement: 593 / 0.471 / 285 / 2270 / 311
==> worst register-to-register path: stages (launching register included) <==
cell,delay (ps)
edfxtp_1,410
inv_1,80
ha_1,280
xnor3_1,390
xnor2_1,210
nand2_2,340
o311ai_1,450
o41ai_2,120
==> cell usage after synthesis, drive strengths merged, types with 2 or more instances <==
master,instances,area share
a21oi,7,0.017
mux2i,5,0.024
nand3b,2,0.013
a21o,3,0.011
edfxtp,10,0.15
o31ai,7,0.026
mux2,3,0.017
nor3,4,0.0098
nand3,9,0.022
dfxtp,23,0.23
and3,2,0.0061
a211oi,2,0.0073
nand4,9,0.028
ha,21,0.13
a22o,4,0.017
o41ai,3,0.024
nand2b,2,0.0061
nor4,2,0.0061
o311ai,3,0.030
and2,3,0.0092
o211ai,7,0.026
nor2,10,0.018
clkbuf,2,0.0037
nand2,24,0.045
nor2b,3,0.0092
xor2,3,0.013
o21ai,3,0.0073
buf,5,0.015
inv,15,0.028
==> final cells by class <==
class                   count  area share
inverters                  15      0.0236
well taps                  67      0.0352
flip-flops and latches     33       0.319
clock buffers               5      0.0289
repair buffers             18      0.0746
clock inverters             3      0.0194
multi-input cells         152       0.499
==> power groups by stage <==
stage                 Combinational (mW)  Clock [mW]  Sequential [mW]
after CTS                         0.0798       0.435            0.474
after global routing              0.0884       0.451            0.475
final                             0.0792       0.422            0.474
==> per-layer routing <==
metal | global-route usage | vias to the layer above
met1 | 0.247 | 681
met5 | 0 | -
met3 | 0.0291 | 7
met2 | 0.236 | 42
met4 | 0.0214 | 0
li1 | - | 796
==> path summary, 6_finish.rpt <==
| kind | startpoint | to | slack (ps) | cells after the start |
|---|---|---|---|---|
| hold / removal | ps2_clk_sync[0] | ps2_clk_sync[1] | 330 | 0 |
| setup reg to reg | buffer[1] | down | 600 | 7 |
| hold reg to reg | ps2_clk_sync[0] | ps2_clk_sync[1] | 330 | 0 |
| setup / recovery | buffer[1] | down | 600 | 7 |
==> logic make-up after synthesis <==
kind of cell / after synthesis
compound gates: 44
xor+xnor: 5
mux: 8
flops: 33
buf+inv: 22
simple gates: 74
fa+ha+maj: 21
Power and IR drop assume default switching activity.
