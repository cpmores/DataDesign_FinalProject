File: flow/config.mk
export PLATFORM = sky130hd
export DESIGN_NAME = counter_64bit_add
export DESIGN_NICKNAME = counter_64bit_add
export VERILOG_FILES = /design/flow/design.v
export SDC_FILE = /design/flow/constraint.sdc
export NUM_CORES = 4
export LEC_CHECK = 1
export CORE_AREA = 10 10 77 77
export DIE_AREA = 0 0 87 87
File: flow/constraint.sdc
current_design counter_64bit_add

set clk_period 3.0
set clk_io_pct 0.2

create_clock -name clk0 -period $clk_period [get_ports {clk}]

set non_clock_inputs [all_inputs -no_clocks]
set_input_delay [expr $clk_period * $clk_io_pct] -clock clk0 $non_clock_inputs
set_output_delay [expr $clk_period * $clk_io_pct] -clock clk0 [all_outputs]
File: flow/design.v
module counter_64bit_add(
    input wire clk,
    input jump,
    output check,
    output reg [8:0] count
);
reg check_reg = 1'b1;
assign check = check_reg;
always @(posedge clk)
if(jump == 1'b1)begin
begin
    if (count == 9'd160) begin
        count <= 9'b0;
        check_reg <= 1'b0; 
    end
    else if(check_reg == 1'b1) begin
        count <= count + 1;
    end
end
end
endmodule
File: flow/run.sh
#!/bin/bash
# OpenROAD 26Q1-2900-gdf79404cd8, Yosys 0.63+post, stock flow scripts
make -C /OpenROAD-flow-scripts/flow DESIGN_CONFIG=/design/flow/config.mk WORK_HOME=/design/flow/orfs finish
==> results.sh <==
# source this file to load flow results
export IMPL_cts_tree="yes"
export IMPL_ys_seq_share_pct=57.7
export IMPL_ff2ff_setup_slack_ns=0.95
export IMPL_grt_pass1_vias=376
export IMPL_rr_endpoint="count[2]$_SDFFCE_PN0P_"
export IMPL_ant_nets=0
export IMPL_cp_data_arrival_time_ns=1.93
export IMPL_synth_top_area_share_pct=57.7
export IMPL_finClkSkew_ns=0.00331
export IMPL_ctsHtreeMaxLevel=1
export IMPL_top_cell="edfxtp_1"
export IMPL_fin_cells=109
export IMPL_setup_viol=0
export IMPL_fin_crit_ns=2.05
export IMPL_timing_rr_start="count[0]$_SDFFCE_PN0P_"
export IMPL_gp_congestion=0.795
export IMPL_ctsHoldBuffers=0
export IMPL_io_buffers=11
export IMPL_yosys_cells=43
export IMPL_cp_max_fo=9
export IMPL_slew_violations=0
export IMPL_hpwl_um=833
export IMPL_cts_made_buffers=3
export IMPL_max_clock_freq_mhz=488
export IMPL_rows=24
export IMPL_post_synth_num_cell_types=22
export IMPL_clock_sinks=10
export IMPL_maxCapViolCount=0
export IMPL_power_density_nw_per_um2=425
export IMPL_outcome="finished, final reports clean"
export IMPL_log_warning_count=26
export IMPL_synthesis_instances=43
export IMPL_critPathLaunchType="register"
export IMPL_min_path_cells=1
export IMPL_io_pins=12
export IMPL_place_inst=105
export IMPL_die_width_um=87
export IMPL_ys_top_cells_by_area="edfxtp_1 (58%), xnor2_1 (8.4%), ha_1 (4.8%), nand3_1 (2.9%), nand4_1 (2.4%)"
export IMPL_ys_flop_type="edfxtp_1"
export IMPL_edf_count=10
export IMPL_drt_wl_total_mm=1.08
export IMPL_rr_worst_depth=5
export IMPL_chipHeight_um=87
export IMPL_synth_area_leader_cell="edfxtp_1"
export IMPL_peakVddDrop_v=0.000127
export IMPL_holdCritPathClass="register to register"
export IMPL_common_cells="edfxtp_1 (10), xnor2_1 (5), nand3_1 (3), nor2_1 (3)"
export IMPL_rsz0062_at_grt="false"
export IMPL_clockBufferDepth=2
export IMPL_cp_slowest_stage_delay_ns=0.50
export IMPL_drc=0
export IMPL_yosysWarnings=1
export IMPL_hold_viol=0
export IMPL_cp_required_ns=2.89
export IMPL_fill_cells=470
export IMPL_synth_flop_count=10
export IMPL_p_leak_nw=0.242
export IMPL_fin_ws_ns=0.951
export IMPL_fp_util_pct=12.0
export IMPL_clk_pin_slew_ns=0.05
export IMPL_ys_area_um2=520
export IMPL_slowest_stage="edfxtp_1"
export IMPL_cts_resized=0
export IMPL_startpoint="count[0]$_SDFFCE_PN0P_"
export IMPL_period_used_pct=68.3
export IMPL_antenna_cells=0
export IMPL_clock_latency_ns=0.23
export IMPL_crit_chain="inv_1 -> ha_1 -> nor4bb_1 -> and4b_1 -> o21a_1"
export IMPL_grt_max_degree=10
export IMPL_cts_root_buffer="clkbuf_8"
export IMPL_drt_initial_drc_count=53
export IMPL_dr_pass1_iters=4
export IMPL_syn_area_per_cell_um2=12.1
export IMPL_cts_setup_buffers=0
export IMPL_grt_pass1_wl_mm=1.80
export IMPL_largest_reg_flops=9
export IMPL_drive_gt1_share_pct=5.26
export IMPL_power_mw=0.312
export IMPL_vias_per_cell=3.40
export IMPL_worstSetupEndpoint="count[2]$_SDFFCE_PN0P_"
export IMPL_synthArstFlopShare_pct=0
export IMPL_die_area_um2=7570
export IMPL_synth_area_um2=520
export IMPL_post_drt_wl_per_cell_um=9.94
export IMPL_place_ws_ns=0.978
export IMPL_area_delta_synth_final_pct=40.9
export IMPL_worstSetupPathType="register to register"
export IMPL_overflow=0
export IMPL_final_setup_tns_ns=0
export IMPL_vias=371
export IMPL_cp_end_kind="register"
export IMPL_grt_usage_pct=3.00
export IMPL_antenna_found_initial=0
export IMPL_core_area_um2=4350
## worst max-delay path: cells and delay by family, from the launching register on
family | cells | cell delay (ns)
buffers and inverters | 1 | 0.10
adder cells (fa/ha/maj) | 1 | 0.13
flip-flops | 1 | 0.50
AND-OR/OR-AND | 1 | 0.40
AND/OR/NAND/NOR | 2 | 0.57
## report_power, final
group | leakage (nW) | switching (mW) | internal, mW
combinational | 0.125 | 0.00446 | 0.00860
sequential | 0.0937 | 0.00411 | 0.157
clock | 0.0231 | 0.0486 | 0.0893
total | 0.242 | 0.0572 | 0.255
## through the flow
step / cell area, µm² / hold WS [ns] / util [%]
after floorplan: 520 / 0.550 / -
after global placement: 688 / 0.621 / 15.8
after detailed placement: 688 / 0.617 / 15.8
after CTS: 733 / 0.628 / 16.8
after global routing: 733 / 0.669 / 16.8
final: 733 / 0.620 / 16.8
## layout make-up
cell class              count  area, µm²  share of cell area [%]
well taps                  52       65.1                    8.87
repair buffers             11        110                    15.0
flip-flops and latches     10        300                    41.0
multi-input cells          30        205                    28.0
clock inverters             1       3.75                   0.512
inverters                   2       7.51                    1.02
clock buffers               3       41.3                    5.63
## metal layers
metal | share of wire, % | GRT usage, %
met2 | 40 | 4.13
met3 | 15 | 2.08
met4 | 0.37 | 0.147
met1 | 44 | 3.97
met5 | 0 | 0
## worst min path at each step
stage | from | to | slack (ns)
CTS | count[8]$_SDFFCE_PN0P_ | count[8]$_SDFFCE_PN0P_ | 0.63
global route | count[8]$_SDFFCE_PN0P_ | count[8]$_SDFFCE_PN0P_ | 0.67
finish | count[8]$_SDFFCE_PN0P_ | count[8]$_SDFFCE_PN0P_ | 0.62
## layout by cell type, fill, tap and decap left out, types with 2 or more instances in the layout
| cell | instances |
|---|---|
| clkbuf_8 | 3 |
| clkdlybuf4s50_1 | 11 |
| edfxtp_1 | 10 |
| ha_1 | 2 |
| inv_1 | 2 |
| nand2_1 | 2 |
| nand3_1 | 3 |
| nand4_1 | 2 |
| nor2_1 | 3 |
| xnor2_1 | 5 |
## cells by family (layout without fill, tap and decap cells)
logic type | count (synthesis) | in the layout | share of synthesized area, %
mux | 1 | 1 | 1.92
fa+ha+maj | 2 | 2 | 4.81
flops | 10 | 10 | 57.7
xor+xnor | 5 | 5 | 8.41
other cells | 1 | 1 | 0.720
compound gates | 4 | 4 | 4.57
buf+inv | 3 | 17 | 2.89
simple gates | 17 | 17 | 19.0
Power figures rest on the tool's default switching activity, not on a simulated workload.
