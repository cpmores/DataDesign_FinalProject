--- flow/constraint.sdc ---
current_design vgac

set clk_period 3.9
set clk_io_pct 0.2

create_clock -name clk0 -period $clk_period [get_ports {vga_clk}]

set non_clock_inputs [all_inputs -no_clocks]
set_input_delay [expr $clk_period * $clk_io_pct] -clock clk0 $non_clock_inputs
set_output_delay [expr $clk_period * $clk_io_pct] -clock clk0 [all_outputs]
--- flow/design.v ---
`timescale 1ns / 1ps
module vgac (vga_clk,clrn,d_in,row_addr,col_addr,rdn,r,g,b,hs,vs);  
   input     [11:0] d_in;      
   input            vga_clk;   
   input            clrn;      
   output reg [8:0] row_addr;  
   output reg [9:0] col_addr;  
   output reg [3:0] r,g,b;  
   output reg       rdn;       
   output reg       hs,vs;     
   reg [9:0] h_count;  
   always @ (posedge vga_clk) begin
       if (!clrn) begin
           h_count <= 10'h0;
       end else if (h_count == 10'd799) begin
           h_count <= 10'h0;
       end else begin 
           h_count <= h_count + 10'h1;
       end
   end
   reg [9:0] v_count;  
   always @ (posedge vga_clk or negedge clrn) begin
       if (!clrn) begin
           v_count <= 10'h0;
       end else if (h_count == 10'd799) begin
           if (v_count == 10'd524) begin
               v_count <= 10'h0;
           end else begin
               v_count <= v_count + 10'h1;
           end
       end
   end
    wire  [9:0] row    =  v_count - 10'd35;      
    wire  [9:0] col    =  h_count - 10'd143;     
    wire        h_sync = (h_count > 10'd95);     
    wire        v_sync = (v_count > 10'd1);      
    wire        read   = (h_count > 10'd142) &&  
                         (h_count < 10'd783) &&  
                         (v_count > 10'd34)  &&  
                         (v_count < 10'd515);    
    always @ (posedge vga_clk) begin
        row_addr <=  row[8:0];  
        col_addr <=  col;       
        rdn      <= ~read;      
        hs       <=  h_sync;    
        vs       <=  v_sync;    
        r        <=  rdn ? 4'h0 : d_in[11:8];  
        g        <=  rdn ? 4'h0 : d_in[7:4];  
        b        <=  rdn ? 4'h0 : d_in[3:0];  
    end
endmodule
--- flow/config.mk ---
export PLATFORM = sky130hd
export DESIGN_NAME = vgac
export DESIGN_NICKNAME = vgac
export VERILOG_FILES = /design/flow/design.v
export SDC_FILE = /design/flow/constraint.sdc
export NUM_CORES = 4
export LEC_CHECK = 1
export CORE_UTILIZATION = 40
--- flow/run.sh ---
#!/bin/bash
# OpenROAD 26Q1-2900-gdf79404cd8, Yosys 0.63+post, stock flow scripts
make -C /OpenROAD-flow-scripts/flow DESIGN_CONFIG=/design/flow/config.mk WORK_HOME=/design/flow/orfs finish
==> results.yml <==
# implementation run metrics
final_timing:
  timing.slew.headroom: 0.596
  clock-skew-final_ps: 2.53
  max_freq_mhz: 454
  setup_viol: 0
  maxSlewViolCount: 0
  post-route-min-period_ps: 2200
  rsz0062_at_grt: "false"
  worst_slack_ps: 1700
  final-hold-violation-count: 0
  finalCritPeriodShare: 0.565
  worst_pin_slew_ps: 604
  fin_tns_setup_ps: 0
cts:
  cts_setup_buffers: 0
  cts_tree: "done"
  cts_max_level: 2
  clk_pin_slew_ps: 90
  clk_latency_ps: 300
  clkSinkCount: 54
  holdBufCountCts: 0
  numCtsBuffers: 5
  clockBufferDepth: 2
  ctsRootBufferMaster: "clkbuf_8"
  cts-resized-gates: 0
critical_path:
  slowest_stage: "dfxtp_1"
  criticalPathCategory: "flip-flop to output port"
  cp_max_fo: 13
  startpoint_type: "flip-flop"
  critical_path.top_delay_family: "flip-flops"
  crit_chain: "clkdlybuf4s50_1"
  path_buffers: 1
  critical_path_required_ps: 3120
  max_stage_delay_ps: 590
  arrival_ps: 1420
  critPathCaptureType: "output port"
logic_synthesis:
  avgSynthCellArea_um2: 10.7
  syn_inst: 197
  synth_flops: 54
  ys_types: 44
  yosysWarnings: 1
  edf_count: 0
  ys_area_mm2: 0.00211
  netlist_area_mm2: 0.00211
  synth_stat.cells: 197
  async_reset_ff_frac: 0.185
  synth-main-ff-cell: "dfxtp_1"
  ys_seq_frac: 0.536
routing:
  dr.pass1.iters: 4
  wire_per_inst_um: 12.1
  viasPerCell: 4.70
  n_antenna_cell: 0
  dr_total_vias: 1437
  drtIter0Drc: 48
  wl_um: 3710
  ant_nets: 0
  drc: 0
floorplanning:
  die_w_um: 74.6
  core_area_mm2: 0.00511
  boundaryPins: 48
  fp_util: 0.413
  die_y_um: 74.6
  die_area_mm2: 0.00557
  fp-row-count: 26
run_status:
  status: "complete, no violations"
cells_and_area:
  logic_area_um2: 880
  fill_cells: 470
  finalNonFillerCells: 306
  syn_to_final_growth_pct: 27.2
  flop_area_mm2: 0.00113
  drive_gt1_frac: 0.0593
pwr:
  p_sw_frac: 0.190
  p_switching_w: 0.000175
  sequentialPowerShare: 0.611
  irDropWorstVdd_mv: 0.203
  p_per_area_mw_per_mm2: 343
  p_leak_nw: 1.08
  combPwrFrac: 0.033
  p_int_w: 0.000747
  pwr-share-clk: 0.357
global_route:
  grt_max_degree: 16
  grt_pass1_wl_um: 6110
  grt_pass1_vias: 1349
  antenna_found_initial: 0
  grt_overflow: 0
  grt_use_total: 0.144
job:
  tool_warnings: 30
  max_cap_violations: 0
worst_hold_path:
  hold_class: "flip-flop to flip-flop"
place:
  dpl_worst_slack_ps: 1700
  place.gp.congestion: 0.838
  place.port_buffers: 47
  dp_hpwl_um: 2520
  dp.cells: 298
[synthesized netlist by cell type, types with 2 or more instances]
| library cell | count | area share |
|---|---|---|
| o41ai_1 | 2 | 0.0083 |
| xnor2_1 | 7 | 0.029 |
| dfxtp_1 | 44 | 0.42 |
| nor2_1 | 10 | 0.018 |
| dfrtp_1 | 10 | 0.12 |
| clkbuf_1 | 5 | 0.0089 |
| o21ai_0 | 5 | 0.012 |
| xor2_1 | 15 | 0.062 |
| nand4_1 | 7 | 0.021 |
| inv_1 | 4 | 0.0071 |
| mux2_2 | 2 | 0.011 |
| a21oi_1 | 4 | 0.0095 |
| buf_4 | 2 | 0.0071 |
| nor2b_1 | 13 | 0.039 |
| and2_1 | 2 | 0.0059 |
| ha_1 | 7 | 0.041 |
| nor3_1 | 7 | 0.017 |
| buf_2 | 8 | 0.019 |
| and4_1 | 2 | 0.0083 |
| nand3_1 | 5 | 0.012 |
| o31ai_1 | 3 | 0.011 |
| nand2_1 | 8 | 0.014 |
| and3_1 | 4 | 0.012 |
[state kept, by name, indices dropped and copies added, names as in the netlist]
signal,count
b,4
h_count,10
v_count,10
vs,1
g,4
r,4
rdn,1
hs,1
row_addr,9
col_addr,10
[placed cells by master (no fill, tap or decap), types with 2 or more instances in the layout]
cell              n
clkbuf_8          5
dfrtp_1          10
mux2_2            2
o41ai_1           2
xnor2_1           7
dfxtp_1          44
nor2b_1          13
nor2_1           10
inv_1             4
clkdlybuf4s50_1  47
clkbuf_1          2
and2_1            2
o31ai_1           3
nand3_1           5
ha_1              7
and3_1            4
nor3_1            7
nand2_1           8
xor2_1           15
nand4_1           7
and4_1            2
a21oi_1           4
o21ai_0           5
[per-layer routing]
metal / up-vias / global-route usage / share of wire
met5: - / 0 / 0
met4: 0 / 0.0168 / 0.016
met3: 5 / 0.0393 / 0.079
met2: 44 / 0.232 / 0.43
met1: 640 / 0.208 / 0.48
li1: 748 / - / -
[path summary, 6_finish.rpt]
kind	to	cells after the start	slack, ps	startpoint
max	rdn	1	1700	rdn$_DFF_P_
max in group asynchronous	v_count[4]$_DFFE_PN0P_	1	2650	clrn
min reg2reg	col_addr[0]$_DFF_P_	1	460	h_count[0]$_SDFF_PP0_
max reg2reg	v_count[4]$_DFFE_PN0P_	5	1830	h_count[1]$_SDFF_PP0_
min in group asynchronous	v_count[7]$_DFFE_PN0P_	1	860	clrn
min	col_addr[0]$_DFF_P_	1	460	h_count[0]$_SDFF_PP0_
[power by group through the flow]
| stage | clock (W) | combinational (W) | sequential (W) |
|---|---|---|---|
| global route | 0.000371 | 0.0000335 | 0.000564 |
| finish | 0.000329 | 0.0000300 | 0.000563 |
| CTS | 0.000344 | 0.0000308 | 0.000563 |
[area by class of cell]
class / count / area share
multi-input combinational: 123 / 0.328
clock buffer: 8 / 0.0377
timing repair buffer: 47 / 0.175
tap: 70 / 0.0326
sequential: 54 / 0.421
inverter: 4 / 0.00559
[cells by family after synthesis]
logic type / synth area share
xor+xnor: 0.0913
mux: 0.0154
compound gates: 0.0794
flops: 0.536
simple gates: 0.189
fa+ha+maj: 0.0415
buf+inv: 0.0474
[metrics by stage]
stage	area [um2]	power, W	hold WS [ps]	util
after floorplan	2110	0.000582	413	-
after global placement	2580	0.000606	439	0.506
after detailed placement	2580	0.000606	439	0.506
after CTS	2690	0.000938	463	0.526
after global routing	2690	0.000968	488	0.526
final	2690	0.000922	459	0.526
No activity file was given, so power comes from the tool's default toggle rates.
